**design/flow/design.v**
```verilog
module flipflop #(
  parameter WIDTH = 32
) ( 
   input         clk,
   input         rst,
   input         wr,
   input   [WIDTH-1:0]  d,
   output reg [WIDTH-1:0]  q
);
   always @(posedge clk) begin
      if (rst) begin
        q<=0;
      end else if (wr) begin
        q<=d;
      end
   end  
endmodule
```
**design/flow/run.sh**
```bash
#!/bin/bash
# OpenROAD 26Q1-2900-gdf79404cd8, Yosys 0.63+post, stock flow scripts
make -C /OpenROAD-flow-scripts/flow DESIGN_CONFIG=/design/flow/config.mk WORK_HOME=/design/flow/orfs finish
```
**design/flow/config.mk**
```make
export PLATFORM = sky130hd
export DESIGN_NAME = flipflop
export DESIGN_NICKNAME = flipflop
export VERILOG_FILES = /design/flow/design.v
export SDC_FILE = /design/flow/constraint.sdc
export NUM_CORES = 4
export LEC_CHECK = 1
export CORE_AREA = 10 10 91 91
export DIE_AREA = 0 0 101 101
```
**design/flow/constraint.sdc**
```tcl
current_design flipflop

set clk_period 1.0
set clk_io_pct 0.2

create_clock -name clk0 -period $clk_period [get_ports {clk}]

set non_clock_inputs [all_inputs -no_clocks]
set_input_delay [expr $clk_period * $clk_io_pct] -clock clk0 $non_clock_inputs
set_output_delay [expr $clk_period * $clk_io_pct] -clock clk0 [all_outputs]
```
==> notes.md <==
yosys + openroad results -> minimum clock period 0.961 ns, Core Rows 29, Routed Wire Length 3140 um, overall power 0.00286 W, Metal-1 WL 1430 um, H-tree levels 2, Comb area 440 sq um, WHS 0.428 ns, via count 932, Critical Path End Type output port, hold_buf cts 0, Required @ worst endpoint 0.80 ns, delay-heaviest family, CP flip-flops, Worst Skew 0 ns, max_cap viols 0, Synth flops 32, outcome finished, final reports clean, first-pass GRT wire length 4840 um, Die X-Extent 101 um, gr ovfl total 0, crit path DAT 0.76 ns, reg2reg setup slack 0.30 ns, antenna violations before repair 0, Latency at later pin 0.27 ns, CTS clk-pin slew, worst paths 0.07 ns, Cell Area, Synth 1160 sq um, simple share 10.3%, XOR Share, Synth 0%, yosys aoi share 0%, largest net degree at the start of global routing 33, largest register by flop count q, CP Launch Type flip-flop, core area 6350 sq um, Final Slew Violations 0, top sig layer met4, Clock Tree Buf Depth 2, final setup violation count 0, Die Size 10,200 sq um, worst ir drop on vdd 584 uV, Yosys Chip Area 1160 sq um, post-CTS setup buffer count 0, met2 routed WL 1320 um, Synth logic family multiplexers, layout cell share with drive strength beyond 1 42.2%, power per cell area 1510 nW/um^2, CTS Sinks 32, vias in the first global route 944, IO Pins 67, cells after synthesis 103, Hold Path Origin wr, worst-path maximum fanout 2, MUX share of area 27.5%, largest registers q (32), P&R area growth vs syn 62.6%, RSZ-0062 raised after global routing no, DRC errors left 0, reg2reg start q[30], # Cells Yosys 103, kind of critical path flip-flop to output port, Starting DRT DRC Count 12, Die Ht 101 um, fp util 18.3%, DRT Pass-1 Iters 4, CP max stage delay 0.32 ns, worst slack at placement -0.107 ns, worst-path cell chain clkdlybuf4s15_1, Syn Area/Cell 11.3 sq um, worst hold stages 4, max reg flops 32, Top Layout Cells clkdlybuf4s50_1 (33), mux2i_1 (32), nor2_1 (32), dfxtp_2 (32), clkbuf_2 (27), Min-Delay Endpoint q[11], r2r endpoint q[30], R2R depth 3, Filler cells 663, post-route ant nets 0, CTS Buf Count 5, Final Non-Filler Cells 250, Worst Slack Setup Final 0.0387 ns, vias per cell 3.73, Critical path buffers and inverters 1, Met3 Wirelength 315 um, leakage power 0.884 nW, Adder Share, Synth 0%, ANT cells 0, OpenROAD warning count 25, DR WL/cell 12.5 um, Synth warnings 1, CTS tree built, CP max-delay cell dfxtp_2, Inst Count DP 243, Register Area 681 sq um, crit share post-route 96.1%, Seq share, synth 55.1%, RePlAce Congestion 0.667, Post-DP HPWL 2290 um, Commonest Layout Cell clkdlybuf4s50_1, Cell Type Count 6, PortBufs 66, Hold Vio Cnt, Final 0, # resized after CTS 99, Fmax 1040 MHz, Hold WC Path Type input port to flip-flop, GRT Total Usage 5.72%, Root Buffer clkbuf_8, slew of the pin with the lowest slew margin 0.128 ns, Max-slew headroom 91.2%
-- metal layers --
metal | GRT usage [%] | vias up
met5 | 0 | -
met4 | 1.29 | 0
met3 | 2.36 | 5
met2 | 8.35 | 45
met1 | 7.77 | 406
li1 | - | 476
-- how the worst max path moves through the flow --
stage	startpoint	to	slack, ns	cells past startpoint
global route	q[8]	q[8]	0.001	1
finish	q[12]	q[12]	0.04	1
CTS	q[27]	q[27]	0.0003	1
-- synthesized netlist by cell type, drive strengths merged --
cell / instances / share of area [%]
nor2: 32 / 10
clkbuf: 3 / 0.97
dfxtp: 32 / 55
buf: 4 / 6.1
mux2i: 32 / 28
-- area by class of cell --
| type | count | area share, % |
|---|---|---|
| sequential | 32 | 36.0 |
| timing repair buffer | 70 | 30.6 |
| multi-input combinational | 64 | 23.3 |
| clock buffer | 7 | 5.09 |
| tap | 77 | 5.09 |
-- power breakdown --
part / switching [W] / internal (W)
Sequential: 0.0000356 / 0.00137
Clock: 0.000460 / 0.000613
Combinational: 0.000124 / 0.000263
-- cells by family after synthesis --
group	Yosys count
buffers and inverters	7
multiplexers	32
flip-flops	32
AND/OR/NAND/NOR	32
-- per-stage QoR --
step | area, sq um | setup TNS [ns] | util, %
finish | 1890 | 0 | 29.8
global route | 1890 | 0 | 29.8
CTS | 2030 | 0 | 31.9
detailed placement | 1900 | -3.26 | 29.9
global placement | 1900 | -2.97 | 29.9
floorplan | 1160 | 0 | -
Power and IR drop assume default switching activity.
