**design/flow/config.mk**
```make
export PLATFORM = sky130hd
export DESIGN_NAME = booth
export DESIGN_NICKNAME = booth
export VERILOG_FILES = /design/flow/design.v
export SDC_FILE = /design/flow/constraint.sdc
export NUM_CORES = 4
export LEC_CHECK = 1
export CORE_UTILIZATION = 40
```
**design/flow/constraint.sdc**
```tcl
current_design booth

set clk_period 3.4
set clk_io_pct 0.2

create_clock -name clk0 -period $clk_period [get_ports {CLK}]

set non_clock_inputs [all_inputs -no_clocks]
set_input_delay [expr $clk_period * $clk_io_pct] -clock clk0 $non_clock_inputs
set_output_delay [expr $clk_period * $clk_io_pct] -clock clk0 [all_outputs]
```
**design/flow/design.v**
```verilog
module booth ( 
   c, finish,
   a, b, CLK, Beg
   ) ;
   output [63:0] c;
   output reg        finish;
   input [31:0]      a, b;
   input             CLK, Beg;
   reg [64:0]        A, P;
   reg [64:0]        A_1, A2, A_2;
   reg [7:0]         index_i;
   reg [1:0]         current_state, next_state;
   parameter Init=0, Ready=1, Acc=2, Done=3;
   always @(posedge CLK or negedge Beg) begin
     if (!Beg) current_state <= Init;
     else current_state <= next_state;
   end
   always @ (current_state or index_i) begin
      case (current_state)
        Init: begin
           next_state = Ready;
           finish = 0;
        end
        Ready: begin
           next_state = Acc;
           A = {a[31:0], 33'h0};
           A2 = {a[30:0], 34'h0};
           A_2 = {(~a[30:0]) + 1'b1, 34'b0};
           A_1 = {(~a[31:0]) + 1'b1, 33'b0};
           P = {32'h0, b[31:0], 1'b0};
        end
        Acc: begin
           if (index_i == 8'h0f) next_state = Done;
           case (P[2:0])
             3'b001: begin
                P = P + A;
             end
             3'b010: begin
                P = P + A;
             end
             3'b011: begin
                P = P + A2;
             end
             3'b100: begin
                P = P + A_2;
             end
             3'b101: begin
                P = P + A_1;
             end
             3'b110: begin
                P = P + A_1;
             end
           endcase  
           P = {P[64], P[64], P[64:2]};
        end
        default: begin
           finish = 1;
        end
      endcase  
   end
   always @ (posedge CLK) begin
      if (current_state == Acc) index_i <= index_i + 1;
      else index_i <= 0;
   end
   assign c = P[64:1];
endmodule  
```
**design/flow/run.sh**
```bash
#!/bin/bash
# OpenROAD 26Q1-2900-gdf79404cd8, Yosys 0.63+post, stock flow scripts
make -C /OpenROAD-flow-scripts/flow DESIGN_CONFIG=/design/flow/config.mk WORK_HOME=/design/flow/orfs finish
```
==> results.toml <==
# flow metrics
[synthesis]
syn_inst = 1046
synthArstFlopShare_pct = 1.43
ys_chip_area_sq_um = 8600
ys_ff = 140
ys_sh_xor_pct = 7.95
ys_cells = 1046
synth-warning-count = 460
synthMuxAreaShare_pct = 12.7
synth.distinct_cells = 71
ys_sh_adder_pct = 11.2
topCombFamilyByArea = "AND-OR/OR-AND gates"
flop_cell = "dlxtp_1"
syn_avg_cell_area_sq_um = 8.22
edf_count = 0
synthAoiAreaFrac_pct = 18.1
yosys.area_share.simple_pct = 16.5
syn_area_sq_um = 8600

[power]
seqPwrFrac_pct = 11.2
clkPwrFrac_pct = 7.4
pwr-share-comb_pct = 81.5
max-vdd-ir-drop_v = 0.000169
p_switching_mw = 1.43
p_int_mw = 1.41
cellLeakagePower_nw = 4.01
p_sw_share_pct = 50.4
power.density_nw_per_um2 = 289

[layout]
final_core_util_pct = 46.7
lay_top_cells = "clkdlybuf4s50_1 (130), dlxtp_1 (126), mux2_2 (90), a21oi_1 (76), nand2_1 (73)"
drive_gt1_share_pct = 11.9
area_growth_syn_to_layout_pct = 14.2
final_area_sq_um = 9820
layout_top_cell = "clkdlybuf4s50_1"
fillers = 2078
seqCellArea_sq_um = 2160
stdcell_count = 1365
comb_area_sq_um = 5750

[cts]
cts_made_buffers = 3
cts_root_buffer = "clkbuf_16"
cts_resized = 0
clkLatencyLatePin_ns = 0.24
postCtsSetupRepairBufs = 0
clk_pin_slew_ns = 0.04
clock_path_buffers = 2
tritoncts = "done"
ctsHtreeMaxLevel = 1
hold_buffers = 0

[grt]
grtUsageTotal_pct = 20.0
grt_pass1_vias = 6799
grt_overflow_total = 0
grt_max_degree = 66
antenna_found_initial = 0
grt_pass1_wl_mm = 34.9

[sta]
grt_setup_unrepaired = "no"
untimed_endpoints = 197
min_period_ns = 1.66
finalClockPeriodUsage_pct = 48.7
tightest_slew_ns = 0.703
tns_ns = 0
max_freq_mhz = 604
unclocked_pins = 130
drv_slew = 0
setup_viol_count_final = 0
finalHoldViolCount = 0
skew_ns = 0.00298
max_slew_margin_pct = 53.0

[route]
via_per_inst = 5.41
detail-route-antenna-nets = 0
drc = 0
first_pass_iters = 8
wl_per_cell_um = 15.9
diodes = 0
drtIter0Drc = 405
wirelength_mm = 21.8
vias = 7390

[worst_setup_path]
critPathKind = "flip-flop to flip-flop"
worst_path_dominant_cell_family = "buffers and inverters"
worstPathCellList = "inv_1 -> ha_2 -> clkinv_1 -> buf_4 -> nor2_1"
end_kind = "flip-flop"
path_buffers = 3
path_max_fanout = 20
critPathLaunchType = "flip-flop"
slowest_delay_ns = 0.41
crit_required_ns = 3.57
crit_slowest_cell = "clkinv_1"
crit_arrival_ns = 1.83

[floorplan]
initCoreUtil_pct = 40.9
die_x_um = 149
coreArea_sq_um = 21000
rows = 53
die_area_sq_um = 22100
ios = 131
die.size.y_um = 149

[job]
drv_cap = 0
warnings = 35

[place]
post-dp-hpwl_mm = 17.3
post-place-cells = 1361
placed_cell_area_sq_um = 9740
io_buffer_count = 130
gp_congestion = 0.954

[run_status]
run_status = "finished, final reports clean"

[worst_hold_path]
hold_path.class = "flip-flop to flip-flop"
[cells in the mapped netlist, types with 6 or more instances]
| cell type | n | share of area (%) |
|---|---|---|
| a211oi_1 | 7 | 0.61 |
| a21o_1 | 22 | 1.9 |
| a21oi_1 | 76 | 4.4 |
| a221oi_1 | 7 | 0.71 |
| a22oi_1 | 9 | 0.79 |
| a31oi_1 | 19 | 1.4 |
| and2_1 | 12 | 0.87 |
| buf_4 | 64 | 5.6 |
| clkbuf_1 | 34 | 1.5 |
| dfxtp_1 | 8 | 1.9 |
| dlxtp_1 | 126 | 22 |
| ha_1 | 74 | 11 |
| inv_1 | 25 | 1.1 |
| mux2_2 | 90 | 12 |
| mux2i_1 | 8 | 0.93 |
| nand2_1 | 73 | 3.2 |
| nand3_1 | 30 | 1.7 |
| nand4_1 | 13 | 0.95 |
| nor2_1 | 71 | 3.1 |
| nor3_1 | 27 | 1.6 |
| nor4_1 | 9 | 0.65 |
| o211ai_1 | 6 | 0.52 |
| o21a_1 | 7 | 0.61 |
| o21ai_0 | 43 | 2.5 |
| o21bai_1 | 7 | 0.61 |
| o31ai_1 | 10 | 0.87 |
| or3_1 | 6 | 0.44 |
| xnor2_1 | 49 | 5.0 |
| xor2_1 | 29 | 3.0 |
[path summary, 6_finish.rpt]
check,startpoint,endpoint,slack (ns),cells past startpoint
max,current_state[0],index_i[3],1.74,5
min,index_i[0],index_i[0],0.46,1
max reg2reg,current_state[0],index_i[3],1.74,5
min reg2reg,index_i[0],index_i[0],0.46,1
max in group asynchronous,Beg,current_state[0],2.68,1
min in group asynchronous,Beg,current_state[1],0.60,1
[flip-flops by register name (all words and copies together) (netlist names)]
signal and flops:
A 2, A2 30, A_1 31, P 64, current_state 2, finish 1, index_i 8, next_state 2
[cell families after synthesis]
kind of cell,Yosys count
simple gates,283
compound gates,244
latches,130
buf+inv,127
mux,98
xor+xnor,78
fa+ha+maj,76
flops,10
[routing by layer]
metal  vias up  GRT usage (%)  wire length (um)
met5         -              0                 0
met4         0           1.65               138
met3        12           1.82              1160
met2       184           31.6              9540
met1      3391           31.0             10900
li1       3803              -                 -
[power by group through the flow]
stage,clock [mW],sequential (mW),combinational (mW)
after CTS,0.212,0.320,2.30
final,0.209,0.317,2.31
after global routing,0.219,0.339,2.58
[worst reg2reg max path, delay by kind of cell (launching register included)]
kind	cells	cell delay, ns
buffers and inverters	3	0.90
flip-flops	1	0.39
adder cells (fa/ha/maj)	1	0.18
AND/OR/NAND/NOR	1	0.12
[per-stage QoR]
step	power (mW)	setup slack [ns]	hold WS (ns)
after floorplan	1.99	1.94	0.384
after global placement	2.61	1.78	0.440
after detailed placement	2.60	1.76	0.452
after CTS	2.83	1.73	0.465
after global routing	3.14	1.57	0.480
final	2.84	1.74	0.463
[final cells by class]
cell class / instances / share of cell area (%)
clock buffer: 4 / 0.803
inverter: 26 / 0.994
sequential: 140 / 22.0
timing repair buffer: 141 / 14.1
tap: 275 / 3.50
multi-input combinational: 779 / 58.6
No activity file was given, so power comes from the tool's default toggle rates.
